===== design.v =====
module sobel(
        input clk_i,
        input rst_i,
        input ack_i,
        input stb_i, 
        input [1:0] adr_i,
        input [31:0] dat_i,
        input cyc_i,
        input we_i,
        output reg cyc_o,
        output stb_o,
        output reg we_o,
        output wire [21:0] adr_o,
        output reg ack_o, 
        output reg [31:0] dat_o, 
        output  int_req
);
    reg [19:0] O_base;
    reg [19:0] O_offset;
    reg [19:0] D_base;
    reg [19:0] D_offset;
    reg [31:0] prev_row, curr_row, next_row;
    reg [7:0] O [-1:+1][-1:+1];
    reg signed [10:0] Dx, Dy, D;
    reg [7:0] abs_D;
    reg [31:0] result_row;
    parameter [4:0] idle = 5'b00000,
     read_prev_0 = 5'b00001,
     read_curr_0 = 5'b00010,
     read_next_0 = 5'b00011,
     comp1_0 = 5'b00100,
     comp2_0 = 5'b00101,
     comp3_0 = 5'b00110,
     comp4_0 = 5'b00111,
     read_prev = 5'b01000,
     read_curr = 5'b01001,
     read_next = 5'b01010,
     comp1 = 5'b01011,
     comp2 = 5'b01100,
     comp3 = 5'b01101,
     comp4 = 5'b01110,
     write_result = 5'b01111,
     write_158 = 5'b10000,
     comp1_159 = 5'b10001,
     comp2_159 = 5'b10010,
     comp3_159 = 5'b10011,
     comp4_159 = 5'b10100,
     write_159 = 5'b10101;
    reg [4:0] current_state, next_state;
    reg [9:0] row;  
    reg [7:0] col;  
    wire O_base_ce, D_base_ce;
    wire start;
    reg offset_reset, row_reset, col_reset;
    reg prev_row_load, curr_row_load, next_row_load;
    reg shift_en;
    reg row_cnt_en, col_cnt_en;
    reg O_offset_cnt_en, D_offset_cnt_en;
    reg int_en, done_set, done;
    wire [19:0] O_prev_addr;
    wire [19:0] O_curr_addr;
    wire [19:0] O_next_addr;
always @(posedge clk_i)  
begin
    if (row_reset) 
        row <= 0;
    else if (row_cnt_en) 
        row <= row + 1;
end
always @(posedge clk_i)  
begin
    if (col_reset) 
        col <= 0;
    else if (col_cnt_en) 
        col <= col + 1;
end
always @(posedge clk_i)  
begin
    if (rst_i) 
        current_state <= idle;
    else 
        current_state <= next_state;
end
always @(*)
begin  
            offset_reset = 1'b0; row_reset = 1'b0;
            col_reset = 1'b0;
            row_cnt_en = 1'b0; col_cnt_en = 1'b0;
            O_offset_cnt_en = 1'b0; D_offset_cnt_en = 1'b0;
            prev_row_load = 1'b0; curr_row_load = 1'b0;
            next_row_load = 1'b0;
            shift_en = 1'b0; cyc_o = 1'b0;
            we_o = 1'b0; done_set = 1'b0;
            case (current_state)
            idle: begin
                    offset_reset = 1'b1; row_reset = 1'b1;
                    col_reset = 1'b1;
                    if (start) 
                        next_state = read_prev_0;
                    else 
                        next_state = idle;
                  end
            read_prev_0: begin
                            col_reset = 1'b1; 
                            prev_row_load = 1'b1;
                            cyc_o = 1'b1;
                            if (ack_i) 
                                next_state = read_curr_0;
                            else 
                                next_state = read_prev_0;
                         end
            read_curr_0: begin
                            curr_row_load = 1'b1; cyc_o = 1'b1;
                            if (ack_i) 
                                next_state = read_next_0;
                            else 
                                next_state = read_curr_0;
                         end
            read_next_0: begin
                            next_row_load = 1'b1; 
                            cyc_o = 1'b1;
                            if (ack_i) 
                            begin
                                O_offset_cnt_en = 1'b1;
                                next_state = comp1_0;
                            end
                                else next_state = read_next_0;
                         end
            comp1_0:    begin
                            shift_en = 1'b1;
                            next_state = comp2_0;
                        end
            comp2_0:    begin
                            shift_en = 1'b1;
                            next_state = comp3_0;
                        end
            comp3_0:    begin
                            shift_en = 1'b1;
                            next_state = comp4_0;
                        end
            comp4_0:    begin
                            shift_en = 1'b1;
                            next_state = read_prev;
                        end
            read_prev: begin
                            prev_row_load = 1'b1;
                            cyc_o = 1'b1;
                            if (ack_i) 
                                next_state = read_curr;
                            else 
                                next_state = read_prev;
                       end
            read_curr: begin
                            curr_row_load = 1'b1;
                            cyc_o = 1'b1;
                            if (ack_i) 
                                next_state = read_next;
                            else 
                                next_state = read_curr;
                       end
            read_prev: begin
                            prev_row_load = 1'b1;
                            cyc_o = 1'b1;
                            if (ack_i) 
                                next_state = read_curr;
                            else 
                                next_state = read_prev;
                       end
            read_next: begin
                            next_row_load = 1'b1;
                            cyc_o = 1'b1;
                            if (ack_i) 
                            begin
                                next_state = comp1;
                                O_offset_cnt_en = 1'b1;
                            end
                            else 
                                next_state = read_next;
                        end
            comp1: begin
                        shift_en = 1'b1;
                        next_state = comp2;
                   end
            comp2: begin
                        shift_en = 1'b1;
                        next_state = comp3;
                   end
            comp3: begin
                        shift_en = 1'b1;
                        next_state = comp4;
                   end
            comp4: begin
                        shift_en = 1'b1;
                        if (col == 158) 
                            next_state = write_158;
                        else 
                            next_state = write_result;
                   end
            write_result: begin
                            cyc_o = 1'b1; 
                            we_o = 1'b1;
                            if (ack_i) 
                            begin
                                col_cnt_en = 1'b1; 
                                D_offset_cnt_en = 1'b1;
                                next_state = read_prev;
                            end
                            else 
                                next_state = write_result;
                         end
            write_158: begin
                        cyc_o = 1'b1; 
                        we_o = 1'b1;
                        if (ack_i) 
                        begin
                            col_cnt_en = 1'b1; 
                            D_offset_cnt_en = 1'b1;
                            next_state = comp1_159;
                        end
                        else 
                            next_state = write_158;
                      end
            comp1_159: begin
                            shift_en = 1'b1;
                            next_state = comp2_159;
                       end
            comp2_159: begin
                            shift_en = 1'b1;
                            next_state = comp3_159;
                       end
            comp3_159: begin
                            shift_en = 1'b1;
                            next_state = comp4_159;
                       end
            comp4_159: begin
                            shift_en = 1'b1;
                            next_state = write_159;
                       end
            write_159: begin
                            cyc_o = 1'b1; 
                            we_o = 1'b1;
                            if (ack_i) 
                            begin
                                D_offset_cnt_en = 1'b1; 
                                if (row == 477) 
                                begin
                                    done_set = 1'b1;
                                    next_state = idle;
                                end
                                else 
                                begin
                                    row_cnt_en = 1'b1;
                                    next_state = read_prev_0;
                                end
                            end
                            else 
                                next_state = write_159;
                    end
            endcase
end
assign stb_o = cyc_o;
always @(posedge clk_i) 
begin 
    if (prev_row_load) prev_row <= dat_i;
    else if (shift_en) prev_row[31:8] <= prev_row[23:0];
end
always @(posedge clk_i)  
begin
    if (curr_row_load) curr_row <= dat_i;
    else if (shift_en) curr_row[31:8] <= curr_row[23:0];
end
always @(posedge clk_i)  
begin
    if (next_row_load) next_row <= dat_i;
    else if (shift_en) next_row[31:8] <= next_row[23:0];
end
function [10:0] abs (input signed [10:0] x);
    abs = x>=0?x:-x;
endfunction
always @(posedge clk_i)  
begin
    if (shift_en) 
    begin
        D =  abs(Dy)+abs(Dx);
        abs_D <= D[10:3];
        Dx <= - $signed({3'b000, O[-1][-1]})  
         + $signed({3'b000, O[-1][+1]})  
         - ($signed({3'b000, O[ 0][-1]})  
         << 1)
         + ($signed({3'b000, O[ 0][+1]})  
         << 1)
         - $signed({3'b000, O[+1][-1]})  
         + $signed({3'b000, O[+1][+1]});  
        Dy <= $signed({3'b000, O[-1][-1]})  
         + ($signed({3'b000, O[-1][ 0]})  
         << 1)
         + $signed({3'b000, O[-1][+1]})  
         - $signed({3'b000, O[+1][-1]})  
         - ($signed({3'b000, O[+1][ 0]})  
         << 1)
         - $signed({3'b000, O[+1][+1]});  
        O[-1][-1] <= O[-1][0];
        O[-1][ 0] <= O[-1][+1];
        O[-1][+1] <= prev_row[31:24];
        O[ 0][-1] <= O[0][0];
        O[ 0][ 0] <= O[0][+1];
        O[ 0][+1] <= curr_row[31:24];
        O[+1][-1] <= O[+1][ 0];
        O[+1][ 0] <= O[+1][+1];
        O[+1][+1] <= next_row[31:24];
    end
end
always @(posedge clk_i)  
begin
    if (shift_en) 
        result_row <= {result_row[23:0], abs_D};
end
always @(posedge clk_i)  
begin
    if (O_base_ce) O_base <= dat_i[21:2];
end
always @(posedge clk_i)  
begin
    if (offset_reset) 
        O_offset <= 0;
    else if (O_offset_cnt_en) 
        O_offset <= O_offset + 1;
end
assign O_prev_addr = O_base + O_offset;
assign O_curr_addr = O_prev_addr + 640/4;
assign O_next_addr = O_prev_addr + 1280/4;
always @(posedge clk_i)  
begin
    if (D_base_ce) 
        D_base <= dat_i[21:2];
end
always @(posedge clk_i)  
begin
    if (offset_reset)  
        D_offset <= 0;
    else if (D_offset_cnt_en)   
        D_offset <= D_offset + 1;
end
assign D_addr = D_base + D_offset;
assign adr_o[21:2] = prev_row_load ? O_prev_addr :
 curr_row_load ? O_curr_addr :
 next_row_load ? O_next_addr :
 D_addr;
assign adr_o[1:0] = 2'b00;
assign start = (cyc_i && stb_i && we_i) && (adr_i == 2'b01);
assign O_base_ce = (cyc_i && stb_i && we_i) && (adr_i == 2'b10);
assign D_base_ce = (cyc_i && stb_i && we_i) && (adr_i == 2'b11);
always @(posedge clk_i)  
begin
    if (rst_i)
    int_en <= 1'b0;
    else if (cyc_i && stb_i && we_i && adr_i == 2'b00)
    int_en <= dat_i[0];
end
always @(posedge clk_i)  
begin
    if (rst_i)
        done <= 1'b0;
    else if (done_set)
        done <= 1'b1;
    else if (cyc_i && stb_i && !we_i && adr_i == 2'b00 && ack_o)
        done <= 1'b0;
end
assign int_req = int_en && done;
always @(posedge clk_i)  
begin
    ack_o <= cyc_i && stb_i && !ack_o;
end
always @(*)
begin
        if (cyc_i && stb_i && !we_i)
        begin
            if (adr_i == 2'b00)
                dat_o = {31'b0, done};  
            else
                dat_o = 32'b0;  
        end
        else
            dat_o = result_row;  
end
endmodule

===== run.sh =====
#!/bin/bash
# OpenROAD 26Q1-2900-gdf79404cd8, Yosys 0.63+post, stock flow scripts
make -C /OpenROAD-flow-scripts/flow DESIGN_CONFIG=/design/flow/config.mk WORK_HOME=/design/flow/orfs finish

===== config.mk =====
export PLATFORM = sky130hd
export DESIGN_NAME = sobel
export DESIGN_NICKNAME = sobel
export VERILOG_FILES = /design/flow/design.v
export SDC_FILE = /design/flow/constraint.sdc
export NUM_CORES = 4
export LEC_CHECK = 1
export CORE_UTILIZATION = 30

===== constraint.sdc =====
current_design sobel

set clk_period 12.3
set clk_io_pct 0.2

create_clock -name clk0 -period $clk_period [get_ports {clk_i}]

set non_clock_inputs [all_inputs -no_clocks]
set_input_delay [expr $clk_period * $clk_io_pct] -clock clk0 $non_clock_inputs
set_output_delay [expr $clk_period * $clk_io_pct] -clock clk0 [all_outputs]

==> impl_metrics.env <==
# implementation run metrics
export IMPL_outcome="finished clean"
export IMPL_r2r_start="O[2][0]$_DFFE_PP_"
export IMPL_diodes=0
export IMPL_synth_cell_types=82
export IMPL_synth_cell_area_mm2=0.01577
export IMPL_grt_max_degree=63
export IMPL_top_cell="nand2_1"
export IMPL_swShare_pct=22.30
export IMPL_p_per_area_mw_per_mm2=124.0
export IMPL_finalHoldViolCount=0
export IMPL_critical_path_class="flip-flop to output pin"
export IMPL_antenna_left=0
export IMPL_syn_inst=1396
export IMPL_dp_slack_ns=5.449
export IMPL_io_pins=99
export IMPL_cts_setup_buffers=0
export IMPL_vdd_drop_max_mv=0.1119
export IMPL_vias=10080
export IMPL_first_global_vias=10040
export IMPL_die_h_um=231.2
export IMPL_grt_usage_pct=12.31
export IMPL_untimed_endpoints=5
export IMPL_area_leaders="edfxtp_1 (48%), fa_1 (8.0%), nand2_1 (6.6%)"
export IMPL_clk_pin_slew_ns=0.06
export IMPL_warnings=29
export IMPL_ys_seq_elements=303
export IMPL_p_int_mw=1.782
export IMPL_p_seq_share_pct=50.1
export IMPL_startpoint_type="flip-flop"
export IMPL_wl_per_cell_um=14.13
export IMPL_std_cell_rows=83
export IMPL_period_used_pct=57.43
export IMPL_antenna_found_initial=0
export IMPL_tritoncts="yes"
export IMPL_crit_required_ns=9.84
export IMPL_htreeDepth=1
export IMPL_die_area_mm2=0.05347
export IMPL_unclocked_pins=5
export IMPL_yosys_top_cells_count="nand2_1 (277), edfxtp_1 (251), inv_1 (89)"
export IMPL_period_needed_ns=7.064
export IMPL_fmax_mhz=141.6
export IMPL_initCoreUtil_pct=30.54
export IMPL_critical_path_max_fanout=6
export IMPL_maxCapViolations=0
export IMPL_gp_congestion=0.8699
export IMPL_yosysTopAreaCellShare_pct=47.81
export IMPL_edf_count=251
export IMPL_clockPowerShare_pct=40.2
export IMPL_die_x_um=231.2
export IMPL_crit_start="O_base[0]$_DFFE_PP_"
export IMPL_worst_slack_ns=5.236
export IMPL_cts_resized=0
export IMPL_cts_buffers=31
export IMPL_clockBufferDepth=3
export IMPL_worstHoldStart="abs_D[1]$_DFFE_PP_"
export IMPL_dpl_hpwl_mm=21.78
export IMPL_power_mw=2.293
export IMPL_pwr_share_comb_pct=9.8
export IMPL_cp_arrival_ns=4.60
export IMPL_first_pass_iters=7
export IMPL_yosysCellCount=1396
export IMPL_insertion_delay_ns=0.58
export IMPL_hold_class="flip-flop to flip-flop"
export IMPL_clock_skew_ns=0.01564
export IMPL_syn_to_final_growth_pct=17.26
export IMPL_synth_chip_area_mm2=0.01577
export IMPL_wl_mm=30.97
export IMPL_drcViolationCount=0
export IMPL_layout_drive_gt1_share_pct=5.423
export IMPL_power_leakage_nw=7.011
export IMPL_synth_async_sr_flop_share_pct=0
export IMPL_end_kind="output pin"
export IMPL_rsz0062_at_grt="false"
export IMPL_tns_ns=0
export IMPL_clock_root_buffer="clkbuf_16"
export IMPL_yosysWarnings=3
export IMPL_setup_viol=0
export IMPL_ff_type="edfxtp_1"
export IMPL_drtIter0Drc=605
export IMPL_slew_violations=0
export IMPL_netSwitchingPower_mw=0.5114
export IMPL_core_area_mm2=0.05161
export IMPL_tightest_slew_ns=0.8663
export IMPL_yosys_area_top_type="edfxtp_1"
export IMPL_vias_per_cell=4.596
export IMPL_slew_headroom_pct=41.80
export IMPL_portBuffers=96
export IMPL_grt_pass1_wl_mm=50.60
export IMPL_syn_area_per_cell_um2=11.29
export IMPL_hold_buffers=0
export IMPL_overflow=0
-- path summary, 6_finish.rpt --
kind / slack, ns / cells after the start / to
worst max-delay path: 5.24 / 14 / adr_o[18]
worst max register to register: 8.34 / 14 / Dx[9]$_DFFE_PP_
worst min register to register: 0.42 / 0 / result_row[1]$_DFFE_PP_
worst min-delay path: 0.42 / 0 / result_row[1]$_DFFE_PP_
-- cells in the final DEF, fill, tap and decap left out, types with 5 or more instances in the layout --
cell,count
nand2_1,277
edfxtp_1,251
clkdlybuf4s50_1,96
inv_1,88
nor2_1,78
fa_1,63
ha_1,62
xnor2_1,55
a21oi_1,53
dfxtp_1,47
o21ai_0,42
and2_1,36
xor2_1,32
clkbuf_16,31
nand3_1,24
nor3_1,20
a21o_1,18
or3_1,15
nand2b_1,14
buf_4,14
a211oi_1,13
nor2b_1,12
nand4_1,12
and3_1,11
clkinv_1,8
o31ai_1,7
o211ai_1,7
clkinv_2,6
clkbuf_1,6
o21bai_1,5
or2_2,5
mux2i_1,5
dlxtn_1,5
-- metrics by stage --
step	cells	instance area, µm²	hold WS [ns]	utilization (%)
6_report	2192	18490	0.4176	35.82
2_1_floorplan	1397	15770	0.3903	-
5_1_grt	2192	18490	0.4057	35.82
3_3_place_gp	2134	17480	0.4006	33.86
4_1_cts	2192	18490	0.4060	35.82
3_5_place_dp	2134	17480	0.4045	33.86
-- cell type report --
class,count,area (µm²)
inverter,91,344.1
clock inverter,19,183.9
tap,680,850.8
multi-input combinational,950,6663
timing repair buffer,110,1066
sequential,303,8553
fill,4915,33130
clock buffer,39,825.8
-- cells by family after synthesis --
group,after synthesis,share of synthesized area (%)
AND-OR/OR-AND,199,8.516
XOR/XNOR,88,4.937
adder cells (fa/ha/maj),125,12.92
buffers and inverters,144,3.563
flip-flops,298,53.78
latches,5,0.4762
multiplexers,6,0.3889
other,1,0.02379
AND/OR/NAND/NOR,530,15.40
-- power groups by stage --
stage / Combinational (mW) / Sequential [mW] / Clock (mW)
CTS: 0.229 / 1.15 / 0.948
global route: 0.259 / 1.15 / 0.987
finish: 0.224 / 1.15 / 0.921
-- state kept, by name, indices dropped and copies added (netlist names), 5 cells and up --
name / count
O: 72
curr_row: 32
next_row: 32
prev_row: 32
result_row: 32
O_base: 20
O_offset: 20
Dx: 11
Dy: 11
row: 10
abs_D: 8
col: 8
current_state: 5
next_state: 5
-- worst max-delay path, cell delays in order (launching register included) --
cell and delay [ns]:
edfxtp_1 0.37, ha_1 0.25, fa_1 0.41, a21o_1 0.23, a221oi_4 0.38, xnor2_1 0.34
ha_1 0.25, inv_1 0.03, o21ai_0 0.16, a211oi_1 0.15, or3_1 0.41, nand2b_1 0.20
a221oi_1 0.34, o21ai_1 0.11, clkdlybuf4s50_1 0.41
-- per-layer routing --
metal | global-route usage (%) | vias to the layer above | share of wire, %
li1 | - | 5039 | -
met2 | 19.34 | 308 | 46
met3 | 4.045 | 55 | 7.5
met4 | 2.897 | 0 | 2.8
met5 | 0 | - | 0
met1 | 17.12 | 4673 | 44
Power and IR drop assume default switching activity.
